===== ./config.mk =====
export PLATFORM = sky130hd
export DESIGN_NAME = carry_sel
export DESIGN_NICKNAME = carry_sel
export VERILOG_FILES = /design/flow/design.v
export SDC_FILE = /design/flow/constraint.sdc
export NUM_CORES = 4
export LEC_CHECK = 1
export CORE_AREA = 10 10 75 75
export DIE_AREA = 0 0 85 85

===== ./run.sh =====
#!/bin/bash
# OpenROAD 26Q1-2900-gdf79404cd8, Yosys 0.63+post, stock flow scripts
make -C /OpenROAD-flow-scripts/flow DESIGN_CONFIG=/design/flow/config.mk WORK_HOME=/design/flow/orfs finish

===== ./design.v =====
`default_nettype none
module m_carry (
    input  wire a,
    input  wire b,
    input  wire c,
    output wire c_out_n
);
  assign c_out_n = ~((a & b) | ((a | b) & c));
endmodule
module m_sum (
    input  wire a,
    input  wire b,
    input  wire c_in,
    input  wire c_out_n,
    output wire s_out
);
  assign s_out = ~((c_in & a & b) | ((c_in | a | b) & c_out_n));
endmodule
module four_bits (
    input wire [3:0] i_a,
    input wire [3:0] i_b,
    input wire c_in,
    output wire c_out,
    output wire [3:0] o_sum
);
  wire [3:0] a, b, sum;
  wire [4:0] carry, n_carry;
  genvar i;
  generate
    for (i = 0; i < 4; i = i + 1) begin
      m_sum m_sum_0 (
          .a(a[i]),
          .b(b[i]),
          .c_in(carry[i]),
          .c_out_n(carry[i+1]),
          .s_out(sum[i])
      );
      m_carry m_carry_0 (
          .a(a[i]),
          .b(b[i]),
          .c(carry[i]),
          .c_out_n(carry[i+1])
      );
      if (i % 2 == 0) begin
        assign a[i] = i_a[i];
        assign b[i] = i_b[i];
        assign o_sum[i] = ~sum[i];
      end else begin
        assign a[i] = ~i_a[i];
        assign b[i] = ~i_b[i];
        assign o_sum[i] = sum[i];
      end
    end
  endgenerate
  assign c_out = carry[4];
  assign carry[0] = c_in;
endmodule
module carry_sel (
    input wire [12 - 1 : 0] i_a,
    input wire [12 - 1 : 0] i_b,
    input wire c_in,
    output wire [12 - 1 : 0] o_sum,
    output wire c_out
);
  wire cs_3, cs_l, cs_u, c_out_l, c_out_u;
  wire [11:4] sum_lb, sum_ub;
  wire ub_cs;
  assign c_out = (ub_cs) ? c_out_u : c_out_l;    
  four_bits four_bits_3_0 (
      .i_a  (i_a[3:0]),
      .i_b  (i_b[3:0]),
      .c_in (c_in),
      .c_out(cs_3),
      .o_sum(o_sum[3:0])
  );
  four_bits four_bits_7_4_L (
      .i_a  (i_a[7:4]),
      .i_b  (i_b[7:4]),
      .c_in (1'b0),
      .c_out(cs_l),
      .o_sum(sum_lb[7:4])
  );
  four_bits four_bits_7_4_U (
      .i_a  (i_a[7:4]),
      .i_b  (i_b[7:4]),
      .c_in (1'b1),
      .c_out(cs_u),
      .o_sum(sum_ub[7:4])
  );
  four_bits four_bits_11_8_L (
      .i_a  (i_a[11:8]),
      .i_b  (i_b[11:8]),
      .c_in (1'b0),
      .c_out(c_out_l),
      .o_sum(sum_lb[11:8])
  );
  four_bits four_bits_11_8_U (
      .i_a  (i_a[11:8]),
      .i_b  (i_b[11:8]),
      .c_in (1'b1),
      .c_out(c_out_u),
      .o_sum(sum_ub[11:8])
  );
  assign ub_cs = (cs_3 & cs_u) | cs_l;     
  assign o_sum[7 : 4] = cs_3 ? sum_ub[7:4] : sum_lb[7:4];    
  assign o_sum[11 : 8] = ub_cs ? sum_ub[11:8] : sum_lb[11:8];    
endmodule

===== ./constraint.sdc =====
current_design carry_sel

set clk_period 5.1
set clk_io_pct 0.2

create_clock -name clk0 -period $clk_period

set non_clock_inputs [all_inputs -no_clocks]
set_input_delay [expr $clk_period * $clk_io_pct] -clock clk0 $non_clock_inputs
set_output_delay [expr $clk_period * $clk_io_pct] -clock clk0 [all_outputs]

==> CHANGELOG.md <==
### Changed

* Final ANT Viol Nets at 0
* Net load switching power at 0.0368 mW
* Hpwl dp at 1430 microns
* Synth Seq Share at 0%
* Synthesis area per yosys at 608 sq um
* Yosys cell types at 11
* Placeable Area at 4060 sq um
* F_max at 206 MHz
* Req. time, crit path at 4080 ps
* Mean Syn Cell Area at 10.1 sq um
* PnR Total Power at 0.114 mW
* Clock buf count at 0
* CP Max Fanout at 5
* Vias per inst at 3.40
* Antenna Cells at 0
* Min cycle time layout at 4850 ps
* # port buffers at 38
* Vias in the first global route at 530
* WS Path Type: input port to primary output
* Post-Syn Instances at 60
* DRC Markers at 0
* Die area at 7230 sq um
* Status: finished clean
* Die Wd at 85 microns
* Sw Share at 32.4%
* Wirelength per Cell at 10.1 microns
* RSZ-0062 raised after global routing: no
* Inst Count DP at 146
* Post-cts hold buffer count at 0
* Routed WL at 1470 microns
* GP Congestion at 0.919
* Layout cell share with drive strength beyond 1 at 5.21%
* Largest net degree at the start of global routing at 6
* Startpoint Class: input port
* Via count at 497
* Post-Layout Cell Count at 146
* Iteration-0 DRC Markers at 5
* Setup TNS at 0 ps
* Cts repair resizes at 0
* Setup bufs post-CTS at 0
* Core Rows at 23
* HP Start: i_b[2]
* Class of the most critical hold timing path: input port to primary output
* Post-route clock period utilization at 95.1%
* Grt ovf at 0
* Static leakage at 0.495 nW
* Comb pwr share at 100.0%
* CP endpoint kind: primary output
* First-pass GRT wire length at 2390 microns
* Tool warning count at 34
* Top cell area share at 52.7%
* PD cells at 110 nW/um^2
* CP Data Arrival Time at 3830 ps
* Power Internal at 0.0768 mW
* Max-cap viol count at 0
* Layout area overhead at 69.8%
* Sequential cell area at 0 sq um
* Die Height at 85 microns
* Initial antenna violation count at 0
* Mapped cell area at 608 sq um
* Final Slew Violations at 0
* # IOs at 38
* Cell total in the yosys stat output at 60
* First-pass DRT Iterations at 4
* Fp_density at 15.0%
* Worst Max-Slew Pin Slew at 256 ps
* Endpoints failing hold at 0
* Seq Cell Count at 0
* Peak supply drop at 42.5 uV
* Final design utilization at 25.4%
* Sequential share of power at 0%
* Synth Warn # at 0
* Clock power share at 0%
* Slew margin rel. at 82.8%
* Cell taking the most area after synthesis: fa_1
* Main area contributors: fa_1 (53%), inv_1 (16%), ha_1 (8.2%)
* Setup Viol. Count Final at 0
* CP Launch Point: c_in
* Total GRT Usage at 3.86%
-- metrics by stage --
stage | hold slack, ps | area, sq um | setup slack [ps]
after floorplan | 2140 | 608 | 1240
after global placement | 3090 | 1030 | 242
after detailed placement | 3120 | 1030 | 216
after CTS | 3110 | 1030 | 206
after global routing | 3150 | 1030 | 77.0
final | 3090 | 1030 | 251
-- placed cells by master (no fill, tap or decap) --
cell,synthesis,layout
clkdlybuf4s50_1,0,38
inv_1,26,26
fa_1,16,16
mux2i_1,5,5
ha_1,4,4
xor2_1,2,2
inv_2,1,1
o21ai_4,1,1
mux2_4,1,1
mux2_2,1,1
buf_4,2,1
-- power groups by stage --
stage / combinational [mW] / clock [mW] / sequential (mW)
after global routing: 0.130 / 0 / 0
after CTS: 0.118 / 0 / 0
final: 0.114 / 0 / 0
-- synth_stat cells (all sizes together) --
library cell and instances:
mux2 2, inv 27, o21ai 1, xor2 2, buf 3, ha 4, fa 16, mux2i 5
-- logic make-up after synthesis --
kind of cell / share of synthesized area [%]
AOI/OAI and AO/OA: 2.68
xor gates and xnor gates: 2.88
adders and majority gates: 60.9
buffers and inverters: 21.0
muxes: 12.6
-- layer usage --
layer | up-vias | part of all wire [%] | wire length (microns) | global-route usage, %
met4 | 0 | 0 | 0 | 0
li1 | 232 | - | - | -
met3 | 0 | 20 | 290 | 2.70
met5 | - | 0 | 0 | 0
met2 | 40 | 32 | 477 | 4.84
met1 | 225 | 48 | 703 | 5.60
-- critical path, cell delays in order --
cell             delay [ps]
clkdlybuf4s50_1         490
fa_1                    170
inv_1                    50
fa_1                    370
fa_1                    360
inv_1                    80
fa_1                    230
inv_2                    60
o21ai_4                 250
mux2_4                  320
clkdlybuf4s50_1         430
-- area by class of cell --
type,count,area (sq um)
fillers,408,3030
inverters,27,101
multi-input cells,30,480
well taps,50,62.6
repair buffers,39,388
-- path summary, 6_finish.rpt --
kind / end / slack, ps / cells past startpoint
worst min-delay path: o_sum[2] / 3090 / 5
worst max-delay path: o_sum[9] / 250 / 11
Power and IR drop assume default switching activity.
